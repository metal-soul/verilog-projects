**/design/flow/run.sh**
```bash
#!/bin/bash
# OpenROAD 26Q1-2900-gdf79404cd8, Yosys 0.63+post, stock flow scripts
make -C /OpenROAD-flow-scripts/flow DESIGN_CONFIG=/design/flow/config.mk WORK_HOME=/design/flow/orfs finish
```
**/design/flow/config.mk**
```make
export PLATFORM = sky130hd
export DESIGN_NAME = store
export DESIGN_NICKNAME = store
export VERILOG_FILES = /design/flow/design.v
export SDC_FILE = /design/flow/constraint.sdc
export NUM_CORES = 4
export LEC_CHECK = 1
export CORE_UTILIZATION = 50
```
**/design/flow/constraint.sdc**
```tcl
current_design store

set clk_period 1.0
set clk_io_pct 0.2

create_clock -name clk0 -period $clk_period

set non_clock_inputs [all_inputs -no_clocks]
set_input_delay [expr $clk_period * $clk_io_pct] -clock clk0 $non_clock_inputs
set_output_delay [expr $clk_period * $clk_io_pct] -clock clk0 [all_outputs]
```
**/design/flow/design.v**
```verilog
module store(    input                         wr,
                 input         [7:0]           DB,
				 input         [5:0]           AB,
				 input                         Clk,
				 input		                   Rst,
				 input                         forward,
				 input                         start,
			     output reg    [23:0]          cache,
				 output reg                    fin);
			    reg            [7:0]           mem     [65:0];
			    reg            [5:0]           rd_mem_adr ;
                integer                        i;
			    always@(rd_mem_adr)
				    begin
						if          (!Rst)
						             fin = 0;
						else			 
                            if      (rd_mem_adr == 63)
									 fin = 1;
							else     fin = 0;
				    end
                always           @            (wr or Rst or forward or DB)
			            begin
			                  if              (Rst == 0)
			                        for(i = 0; i == 65; i = i+1) 
			                            begin           
			                                mem [i]= 8'b00000000;
					                    end  
			                  else
                               if             (wr == 0)
                                               mem [AB] [7:0] = DB [7:0];
										 else            mem [AB] [7:0] = DB [7:0];
						end
			always        @      (*)
			    begin
				    if        (start)
                           rd_mem_adr = 0;					 
					 else    if(forward == 1)
						         rd_mem_adr = rd_mem_adr+3;
								else rd_mem_adr = rd_mem_adr;
			    end
            always        @      (rd_mem_adr or start)
			    begin
			                     cache [7:0]   <= mem [rd_mem_adr] ;
								 cache [15:8]  <= mem [rd_mem_adr+1];
								 cache [23:16] <= mem [rd_mem_adr+2];
			    end 
endmodule
```
==> flow_summary.json <==
{
  "die-height_um": 206.9,
  "dp_cells": 3115,
  "grt_pass1_vias": 30480,
  "syn-instance-count": 2581,
  "error_line": "[ERROR GRT-0116] Global routing finished with congestion. Check the congestion regions in the DRC Viewer.",
  "enable_flop_cells": 0,
  "ys_warn_count": 8,
  "io_pins": 44,
  "port_buffers": 42,
  "unclocked_regs": 518,
  "hpwlAfterDp_um": 112300,
  "fp-utilization": 0.5108,
  "syn_area_per_cell_um2": 8.135,
  "rows": 74,
  "untimed_endpoints": 542,
  "status": "stopped before the end",
  "ys_types": 99,
  "grt_pass1_wl_um": 251400,
  "numSynthFlops": 518,
  "haltStage": "5_1_grt",
  "die_w_um": 206.9,
  "overflow": 600,
  "gp_congestion": 1.460,
  "ys_cells": 2581,
  "syn_area_mm2": 0.02100,
  "flop_cell": "dlxtn_1",
  "track_usage": 0.8746,
  "postCtsHoldBufs": 0,
  "yosysChipArea_mm2": 0.02100,
  "async_flop_share": 0,
  "grt_max_degree": 65
}
[cell families after synthesis]
| kind of cell | share of synthesized area |
|---|---|
| muxes | 0.03367 |
| latches | 0.3705 |
| xor gates and xnor gates | 0.008343 |
| buffers and inverters | 0.05613 |
| and+or+nand+nor | 0.1892 |
| adders and majority gates | 0.004767 |
| AOI/OAI and AO/OA | 0.3375 |
[timing repair]
item / 4_1_cts
pin swaps: 1
buffers inserted: 0
endpoints found under the setup margin: 1
resized: 15
[layer usage]
| layer | global-route usage | overflow |
|---|---|---|
| met4 | 0.8102 | 174 |
| met3 | 0.8126 | 57 |
| met5 | 0.6671 | 13 |
| met1 | 0.8795 | 55 |
| met2 | 0.9664 | 301 |
[cell usage after synthesis, drive strengths merged, types with 11 or more instances]
cell / number / area [um2]
a2111oi: 15 / 145.1
nor2b: 19 / 118.9
a221oi: 53 / 464.2
mux2: 24 / 270.3
dlxtn: 518 / 7780
clkbuf: 80 / 301.5
and2: 11 / 68.82
o2111ai: 13 / 113.9
a222oi: 47 / 470.5
nor3: 46 / 235.2
a211oi: 17 / 132.6
a21oi: 124 / 620.6
nor2: 146 / 558.0
nand4: 76 / 496.7
buf: 126 / 787.0
mux2i: 41 / 414.1
o22ai: 16 / 106.4
nand2: 232 / 875.8
a221o: 11 / 110.1
nand3b: 12 / 90.09
nand3: 131 / 660.6
o21ai: 66 / 330.3
nor4: 30 / 239.0
and3: 53 / 336.6
inv: 24 / 90.08
a31oi: 62 / 402.9
a22o: 47 / 411.6
a22oi: 379 / 2845
[metrics by stage]
stage / hold slack [ps] / total power (uW) / worst slack, ps / cell area, um2
4_1_cts: 879.0 / 4779 / 28.50 / 22410
2_1_floorplan: 725.3 / 3064 / 143.7 / 21000
3_5_place_dp: 1821 / 4753 / -1221 / 22390
3_3_place_gp: 1799 / 4754 / -1258 / 22390
Power and IR drop assume default switching activity.
