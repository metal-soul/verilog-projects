===== design/flow/run.sh =====
#!/bin/bash
# OpenROAD 26Q1-2900-gdf79404cd8, Yosys 0.63+post, stock flow scripts
make -C /OpenROAD-flow-scripts/flow DESIGN_CONFIG=/design/flow/config.mk WORK_HOME=/design/flow/orfs finish

===== design/flow/config.mk =====
export PLATFORM = sky130hd
export DESIGN_NAME = top
export DESIGN_NICKNAME = top
export VERILOG_FILES = /design/flow/design.v
export SDC_FILE = /design/flow/constraint.sdc
export NUM_CORES = 4
export LEC_CHECK = 1
export CORE_UTILIZATION = 40

===== design/flow/constraint.sdc =====
current_design top

set clk_period 37.2
set clk_io_pct 0.2

create_clock -name clk0 -period $clk_period [get_ports {Clk}]

set non_clock_inputs [all_inputs -no_clocks]
set_input_delay [expr $clk_period * $clk_io_pct] -clock clk0 $non_clock_inputs
set_output_delay [expr $clk_period * $clk_io_pct] -clock clk0 [all_outputs]

===== design/flow/design.v =====
module control(input                              Clk,
               input                              Rst,
               input                              bit4,
               input                              wr,
               output               reg           out_en,
               output               wire          overflow,
               output               reg   [8:0]   out_adr=9'b000000000,
               output               reg   [8:0]   in_adr=9'b000000000); 
reg            overflow1            =             0;
assign         overflow             =             overflow1;
always                              @             (posedge Clk)
    begin
        if                                            (!wr) 
            begin
                if(!bit4)
                in_adr              =              in_adr+8;
            else
                in_adr              =              in_adr+4;    
            end 
    end
always                              @             (posedge Clk)
    if                                            (out_en) 
    begin
        out_adr=out_adr+3;    
    end
always                              @             (posedge Clk)
    begin
        if (in_adr>out_adr+384 || (in_adr<out_adr && out_adr<in_adr+96)) 
        overflow1                   =               1;  
        else
        overflow1                   =               0;
    end
always                              @              (posedge Clk)
        begin
            if                                     (in_adr>out_adr+128)
            out_en                  =               1;
        end
endmodule
module mem(      input                      wr,
                 input      [7:0]           DB,
				 input      [8:0]           in_adr,
                 input      [8:0]           out_adr,
                 input                      out_en,                       
				 input                      Clk,
				 input		                Rst,
                 input                      bit4,
                 output      [2:0]          out);
			     reg        [511:0]          mem    ;
         integer i; 
             always@                   (negedge Clk)
			            begin
			                  if          (Rst == 0)
			                           for(i = 0; i == 511; i = i+1) 
			                               mem [i]= 0;
			                  else
                               if     (wr == 0)
                               if     (!bit4)
							        begin
                                       mem [in_adr] <= DB [0];
                                       mem [in_adr+1] <= DB [1];
									   mem [in_adr+2] <= DB [2];
									   mem [in_adr+3] <= DB [3];
									   mem [in_adr+4] <= DB [4];
									   mem [in_adr+5] <= DB [5];
									   mem [in_adr+6] <= DB [6];
									   mem [in_adr+7] <= DB [7];
								    end	   
                                else   
								    begin
								       mem [in_adr] <= DB [0];
                                       mem [in_adr+1] <= DB [1];
									   mem [in_adr+2] <= DB [2];
									   mem [in_adr+3] <= DB [3];
									end
						end
           reg     out0,out1,out2;
           always@      (out_en or out_adr)
			  begin
                  if(out_en)
				  begin
			                     out0 <= mem [out_adr] ;
								 out1 <= mem [out_adr+1];
								 out2 <= mem [out_adr+2];
				  end
			  end
		   assign out= {out2, out1, out0};
endmodule
module top(input Clk,
           input Rst,
           input bit4,
           input [7:0] DB,
           input wr,
           output overflow,
           output  wire [2:0] out);
           wire     out_en;
           wire     [8:0] out_adr,in_adr;
           control control1(.Clk(Clk),
                            .wr(wr),
                            .Rst(Rst),
                            .bit4(bit4),
                            .out_en(out_en),
                            .overflow(overflow),
                            .out_adr(out_adr),
                            .in_adr(in_adr));
           mem mem1(.DB(DB),
                    .wr(wr),
                    .in_adr(in_adr),
                    .out_adr(out_adr),
                    .out_en(out_en),
                    .Clk(Clk),
                    .Rst(Rst),
                    .bit4(bit4),
                    .out(out));
endmodule

==> GITHUB_STEP_SUMMARY <==
### Yosys + OpenROAD results

| Metric | Value |
|---|---|
| Critical path origin | `mem1.mem[224]` |
| ANT nets after route | `0` |
| DP HPWL | `185 mm` |
| Syn Area/Cell | `10.2 µm²` |
| Highest routing layer actually used | `met5` |
| Synth unique cells | `81` |
| Min-delay src | `mem1.mem[141]` |
| Max FO, Critical Path | `4` |
| Cell Area, Synth | `43,100 µm²` |
| Post-CTS Setup Repair Bufs | `0` |
| MaxCap Viol Count | `0` |
| Worst Hold Class | `register to register` |
| M1 WL | `81.6 mm` |
| Leading area contributor after synthesis | `edfxtp_1` |
| Setup slack after layout | `6.83 ns` |
| Die Wd | `330 µm` |
| Gr usage total | `50.2%` |
| Hold buffers post-CTS | `0` |
| DRC Markers | `0` |
| Die ar. | `109,000 µm²` |
| Status | `finished clean` |
| Post-synth regs | `529` |
| Wire length on met3 | `49.8 mm` |
| LEAKAGE | `17.5 nW` |
| CTS tree | `done` |
| Clock Tree Root | `clkbuf_16` |
| Clk_skew | `0.0447 ns` |
| Worst slack at placement | `7.78 ns` |
| Post-synth ARST share | `0%` |
| Slew Limit Fails | `0` |
| Critical path endpoint category | `output port` |
| Crit-path most repeated cell | `o21ai_0` |
| Count of tool warnings | `569` |
| WL met2 | `101 mm` |
| Antenna violations before repair | `19` |
| Synth top area cells | `edfxtp_1, mux4_2, o21ai_0, nand2_1, a22oi_1` |
| RSZ-0062 raised after global routing | `no` |
| CP max stage delay | `0.77 ns` |
| Worst path arrival time | `22.93 ns` |
| Top-area cell share | `36.1%` |
| Critical path cell sequence | `mux4_2 -> o21ai_0 -> o21ai_0 -> o41ai_1 -> a221oi_1 -> a31o_1 -> clkdlybuf4s50_1` |
| Yosys Chip Area | `43,100 µm²` |
| Num rows | `120` |
| Final RePlAce weighted congestion | `1.19` |
| Routed WL | `258 mm` |
| P&R area growth vs syn | `15.4%` |
| CP Launch Type | `register` |
| Drt pass-1 iters | `7` |
| Vias in the first global route | `43,833` |
| Clock-pin slew on the worst setup and hold paths | `0.03 ns` |
| Clock Path Buffers | `3` |
| PortBufs | `15` |
| # Cells Yosys | `4,231` |
| Average vias per placed instance | `7.26` |
| First-pass GRT wire length | `347 mm` |
| CTS Buf Count | `73` |
| Seq share, synth | `36.6%` |
| Pre-Place Util | `40.3%` |
| Peak VDD IR | `0.0353 mV` |
| Worst setup path class | `register to output port` |
| Die H | `330 µm` |
| Resize count post-CTS | `0` |
| IO Pins | `16` |
| Post-synth EDFFs | `519` |
| Pin count of the biggest net entering global routing | `118` |
| Clk sinks | `529` |
| Max transition margin | `4.05%` |
| Setup violators final | `0` |
| Initial drt markers | `5,958` |
| Setup Total Neg Slack | `0 ns` |
| R2R Path Start | `control1.in_adr[3]` |
| Clk latency late pin | `0.72 ns` |
| Core region area | `107,000 µm²` |
| PD cells | `42.1 nW/µm²` |
| Ys Warns | `2` |
| Main flop type | `edfxtp_1` |
| Final hold vios | `0` |
| H-tree depth | `3` |
| Remaining Overflow, GRT | `0` |
| Crit path DRT | `29.76 ns` |
| Worst Tran Pin Value | `1.44 ns` |
| Most frequent cell after synthesis | `nand2_1` |
| Avg WL per Cell | `41.8 µm` |
| Cell with the largest stage delay on the worst path | `o41ai_1` |
| Top cells by count, synth | `nand2_1, o21ai_0, edfxtp_1, mux4_2, nor2_1` |
| Via count | `44,771` |
| Share of layout cells above drive strength 1 | `17.3%` |
| Mapped Cells | `4,231` |
==> layout by cell type (no fill, tap or decap), drive strengths merged, types with 10 or more instances in the layout <==
cell             n
mux4           348
a221oi          41
nor2           307
nor2b           54
bufinv          11
and2            27
clkdlybuf4s50   13
mux2           115
buf            226
nor3            42
nand3           78
clkbuf          78
nor4            16
a211oi          30
o22ai          239
a21oi           73
ha              36
diode           29
a22o           103
o21ai          541
and3            63
a22oi          226
inv            555
o21a            60
nand2b          19
dfxtp           10
nand2          591
edfxtp         519
mux2i          112
o221ai          12
clkinvlp        17
xnor2           30
a31oi           42
==> report_power, final <==
| group | internal (mW) | switching (mW) | total (mW) |
|---|---|---|---|
| Clock | 0.523 | 0.454 | 0.977 |
| Sequential | 0.692 | 0.0358 | 0.728 |
| Combinational | 0.0933 | 0.299 | 0.393 |
| Total | 1.31 | 0.789 | 2.10 |
==> worst paths after layout <==
| kind | cells past startpoint | end | slack (ns) |
|---|---|---|---|
| min | 2 | mem1.mem[141] | 0.68 |
| max reg2reg | 15 | mem1.mem[496] | 12.43 |
| max | 7 | out[2] | 6.83 |
| min reg2reg | 2 | mem1.mem[141] | 0.68 |
==> area by class of cell <==
type | instances | area (µm²)
well taps | 1403 | 1760
clock inverters | 566 | 2460
inverters | 23 | 87.6
flip-flops and latches | 529 | 15800
fillers | 9914 | 57300
multi-input cells | 3303 | 25800
clock buffers | 78 | 1930
repair buffers | 239 | 1870
diodes | 29 | 72.6
==> routing by layer <==
layer  global-route usage (%)  vias to the layer above
li1                         -                    17798
met1                     57.1                    21472
met2                     63.0                     4316
met3                     39.2                     1157
met4                     36.3                       28
met5                     4.13                        -
==> through the flow <==
step	instance area [µm²]	hold slack (ns)	instances	total power [mW]	util [%]
CTS	49700	0.667	6141	2.08	46.4
global placement	45300	0.652	5498	1.18	42.3
global route	49700	0.705	6145	2.17	46.4
floorplan	43200	0.598	4231	0.987	-
finish	49800	0.676	6170	2.10	46.5
detailed placement	45300	0.657	5498	1.18	42.3
==> flip-flops by register name, indices dropped and copies added (netlist names) <==
| name | flops |
|---|---|
| control1.overflow1 | 1 |
| control1.in_adr | 7 |
| mem1.mem | 512 |
| control1.out_adr | 9 |
==> worst max-delay path, delay by kind of cell (launching register included) <==
kind | cells | cell delay [ns]
AOI/OAI and AO/OA | 5 | 1.92
DFF | 1 | 0.69
muxes | 1 | 0.56
buffers and inverters | 1 | 0.45
==> logic make-up (layout without fill, tap and decap cells) <==
group / count (synthesis) / in the layout / synth area share (%)
compound gates: 1435 / 1435 / 21.3
simple gates: 1223 / 1223 / 12.5
mux: 575 / 575 / 23.9
flops: 529 / 529 / 36.6
buf+inv: 399 / 906 / 3.94
fa+ha+maj: 36 / 36 / 1.04
xor+xnor: 34 / 34 / 0.725
other cells: 0 / 29 / 0
Power figures rest on the tool's default switching activity, not on a simulated workload.
